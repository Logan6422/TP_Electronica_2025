==> /design/flow/design.v <==
    module debounce (
        input wire clk,
        input wire rst,
        input wire noisy_in,
        output reg clean_out
    );
        reg [15:0] count = 0;  
        reg stable_state = 0;  
        reg prev_noisy = 0;   
        parameter THRESHOLD = 20;  
        always @(posedge clk or posedge rst) begin
            if (rst) begin
                count <= 0;
                clean_out <= 0;
                stable_state <= 0;
                prev_noisy <= 0;
            end else begin
                if (noisy_in == prev_noisy) begin
                    count <= 0;
                end else begin
                    count <= count + 1;  
                    if (count >= THRESHOLD) begin
                        stable_state <= noisy_in;  
                        clean_out <= noisy_in;  
                        count <= 0;
                    end
                end
                prev_noisy <= noisy_in;
            end
        end
    endmodule
==> /design/flow/run.sh <==
#!/bin/bash
# OpenROAD 26Q1-2900-gdf79404cd8, Yosys 0.63+post, stock flow scripts
make -C /OpenROAD-flow-scripts/flow DESIGN_CONFIG=/design/flow/config.mk WORK_HOME=/design/flow/orfs finish
==> /design/flow/config.mk <==
export PLATFORM = sky130hd
export DESIGN_NAME = debounce
export DESIGN_NICKNAME = debounce
export VERILOG_FILES = /design/flow/design.v
export SDC_FILE = /design/flow/constraint.sdc
export NUM_CORES = 4
export LEC_CHECK = 1
export CORE_AREA = 10 10 73 73
export DIE_AREA = 0 0 83 83
==> /design/flow/constraint.sdc <==
current_design debounce

set clk_period 2.5
set clk_io_pct 0.2

create_clock -name clk0 -period $clk_period [get_ports {clk}]

set non_clock_inputs [all_inputs -no_clocks]
set_input_delay [expr $clk_period * $clk_io_pct] -clock clk0 $non_clock_inputs
set_output_delay [expr $clk_period * $clk_io_pct] -clock clk0 [all_outputs]
==> summary.txt <==
static leakage: 0.378 nW
result of the run: completed
total count of max-transition violations in the final report: 0
diode insertion count for antenna repair: 0
drt first pass iters: 4
setup slack of the critical path after layout: 930 ps
hold buffer count at cts: 0
number of distinct library cell variants in the gate-level netlist after synthesis: 16
number of instances in the synthesized netlist: 46
Seq/Total Area, Yosys: 0.678
number of max-capacitance violations reported: 0
hold_ws: 513 ps
stage delay of the slowest cell on the critical path: 470 ps
Reg2Reg Capture Point: count[2]
Reg2Reg Launch Point: count[7]
yosys stat chip area: 664 um2
worst slew pin tran: 641 ps
logic depth of the worst register-to-register path: 3
Hold Path Class: flip-flop to flip-flop
endpoint of the worst setup timing path: clean_out
count of standard-cell rows: 22
tool warnings: 27
total DRC errors in the routed layout: 0
wire length of the first global-routing pass: 1520 um
area grow syn2layout: 27.5%
Final Skew: 2.19 ps
unrepaired setup endpoints after global routing: no
relative slew slack: 0.572
cell-by-cell trace of the critical path: clkdlybuf4s50_1
core region area: 0.00374 mm2
number of cells on the critical path: 1
post-synthesis area per instance: 14.4 um2
combined buffer and inverter count along the critical path: 1
GRT overflow: 0
Peak VDD IR: 321 uV
Total Wirelength: 852 um
First DRT Iteration DRCs: 23
Filler Cells Inserted: 404
die outline area: 0.00689 mm2
number of setup buffers added after CTS: 0
CTS Root Cell: sky130_fd_sc_hd__clkbuf_8
Clk Latency, worst-skew pair: 250 ps
worst setup slack after placement: 949 ps
Die Height: 83 um
achievable frequency: 637 MHz
via count of the first global-routing pass: 358
count of vias placed by the detailed router: 349
crit path launch: clean_out
mapped cell area: 664 um2
Inserted Clock Buffers: 3
Port Buf Inserts: 3
TritonCTS Sinks: 18
number of primary I/O pins: 4
register-to-register setup slack: 1230 ps
startpoint type of the worst setup path: flip-flop
clock tree from TritonCTS: done
total negative slack: 0 ps
# Cells Yosys: 46
required time of the worst setup path: 2000 ps
crit path DAT: 1070 ps
weighted congestion reported at the end of routability-driven placement: 0.704
Setup crit end kind: primary output
maximum fanout encountered on the critical timing path: 3
ratio of final minimum period to clock period: 0.628
Setup Crit Path Kind: flip-flop to primary output
routed len/inst: 7.68 um
Largest delay share family, worst path: buffers and inverters
number of antenna violations at the first check in global routing: 0
warnings from Yosys: 1
CTS H-tree lvls: 1
via count normalized by instance count: 3.14
Clk pin slew, worst setup/hold paths: 60 ps
floorplan utilization: 0.177
power density over the cells: 663 mW/mm2
die extent in x: 83 um
flip-flop and latch count after synthesis: 18
Setup Viol. Count Final: 0
post-cts resize count: 0
final hold violation count: 0
Overall Power: 0.562 mW
number of nets with antenna violations after detailed routing: 0
share of cells above drive strength 1: 0.111
HPWL after DPL: 628 um
number of buffers on the longest clock path: 2
total track usage: 0.0263
master of the slowest instance on the critical path: sky130_fd_sc_hd__clkdlybuf4s50_1
maximum number of pins on one net before global-route repair: 19
final design utilization: 0.226
crit path time final: 1570 ps
[cell usage after synthesis]
library cell | count | share of area
sky130_fd_sc_hd__dfrtp_1 | 18 | 0.68
sky130_fd_sc_hd__inv_1 | 5 | 0.028
sky130_fd_sc_hd__nor3_1 | 5 | 0.038
sky130_fd_sc_hd__ha_1 | 2 | 0.038
sky130_fd_sc_hd__nand3_1 | 2 | 0.015
sky130_fd_sc_hd__nor4_4 | 2 | 0.064
sky130_fd_sc_hd__xnor2_1 | 2 | 0.026
sky130_fd_sc_hd__xor2_1 | 2 | 0.026
sky130_fd_sc_hd__a41o_1 | 1 | 0.015
sky130_fd_sc_hd__conb_1 | 1 | 0.0056
sky130_fd_sc_hd__nand2b_1 | 1 | 0.0094
sky130_fd_sc_hd__nand4_2 | 1 | 0.019
sky130_fd_sc_hd__nor3b_1 | 1 | 0.011
sky130_fd_sc_hd__o211ai_1 | 1 | 0.011
sky130_fd_sc_hd__o21ai_0 | 1 | 0.0075
sky130_fd_sc_hd__o21ai_1 | 1 | 0.0075
[through the flow]
step                      instance area (um2)  instances
after floorplan                           702         56
after global placement                    792        107
after detailed placement                  792        107
after CTS                                 847        111
after global routing                      847        111
final                                     847        111
[kinds of logic (layout without fill, tap and decap cells)]
family	count (synthesis)	in the layout	share of synthesized area
xor+xnor	4	4	0.0527
compound gates	4	4	0.0414
other cells	1	11	0.00564
simple gates	12	12	0.156
fa+ha+maj	2	2	0.0377
flops	18	18	0.678
buf+inv	5	12	0.0283
[routing by layer]
metal  share of wire  global-route usage
met5               0                   0
met2            0.48              0.0426
met4               0             0.00154
met1            0.44              0.0305
met3           0.080              0.0157
[how the worst min path moves through the flow]
stage                 slack, ps      from  cells past startpoint       end
after CTS                   520  count[0]                      1  count[0]
after global routing        530  count[0]                      1  count[0]
final                       510  count[0]                      1  count[0]
[layout by cell type (no fill, tap or decap)]
cell type / count
sky130_fd_sc_hd__dfrtp_1: 18
sky130_fd_sc_hd__nor3b_1: 1
sky130_fd_sc_hd__o211ai_1: 1
sky130_fd_sc_hd__nor3_1: 5
sky130_fd_sc_hd__xor2_1: 2
sky130_fd_sc_hd__xnor2_1: 2
sky130_fd_sc_hd__clkdlybuf4s50_1: 3
sky130_fd_sc_hd__inv_1: 5
sky130_fd_sc_hd__nor4_4: 2
sky130_fd_sc_hd__conb_1: 11
sky130_fd_sc_hd__nand4_2: 1
sky130_fd_sc_hd__nand2b_1: 1
sky130_fd_sc_hd__o21ai_0: 1
sky130_fd_sc_hd__clkbuf_8: 4
sky130_fd_sc_hd__ha_1: 2
sky130_fd_sc_hd__nand3_1: 2
sky130_fd_sc_hd__a41o_1: 1
sky130_fd_sc_hd__o21ai_1: 1
[state kept, by name (all words and copies together) (netlist names)]
register	cells
count	16
prev_noisy	1
clean_out	1
[report_power, final]
group	internal [mW]	switching (mW)
combinational	0.0111	0.0135
sequential	0.303	0.00759
clock	0.140	0.0866
[area by class of cell]
| cell class | instances | area (um2) | share of cell area |
|---|---|---|---|
| Inverter | 5 | 18.8 | 0.0222 |
| Tap cell | 48 | 60.1 | 0.0709 |
| Sequential cell | 18 | 450 | 0.532 |
| Clock buffer | 4 | 55.1 | 0.0650 |
| Timing Repair Buffer | 3 | 30.0 | 0.0355 |
| Multi-Input combinational cell | 33 | 233 | 0.275 |
Power is estimated from default activity; no workload was simulated.
