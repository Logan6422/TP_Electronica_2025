--- flow/run.sh ---
#!/bin/bash
# OpenROAD 26Q1-2900-gdf79404cd8, Yosys 0.63+post, stock flow scripts
make -C /OpenROAD-flow-scripts/flow DESIGN_CONFIG=/design/flow/config.mk WORK_HOME=/design/flow/orfs finish
--- flow/config.mk ---
export PLATFORM = sky130hd
export DESIGN_NAME = top
export DESIGN_NICKNAME = top
export VERILOG_FILES = /design/flow/design.v
export SDC_FILE = /design/flow/constraint.sdc
export NUM_CORES = 4
export LEC_CHECK = 1
export CORE_AREA = 10 10 81 81
export DIE_AREA = 0 0 91 91
--- flow/constraint.sdc ---
current_design top

set clk_period 1.3
set clk_io_pct 0.2

create_clock -name clk0 -period $clk_period [get_ports {clk}]

set non_clock_inputs [all_inputs -no_clocks]
set_input_delay [expr $clk_period * $clk_io_pct] -clock clk0 $non_clock_inputs
set_output_delay [expr $clk_period * $clk_io_pct] -clock clk0 [all_outputs]
--- flow/design.v ---
module contador(
    input wire clk,
    input wire reset,
    input wire sum,
    input wire res,
    output reg [2:0] count
);
    reg sum_d;   
    reg res_d;   
    always @(posedge clk) begin
        if (~reset) begin
            count <= 0;
            sum_d <= 1;   
            res_d <= 1;
        end else begin
            sum_d <= sum;
            res_d <= res;
            if (sum_d == 1 && sum == 0) begin
                if (count < 7)
                    count <= count + 1;
            end
            if (res_d == 1 && res == 0) begin
                if (count > 0)
                    count <= count - 1;
            end
        end
    end
endmodule
module fsm #(
    parameter PULSE_WIDTH_S = 10,  
    parameter PULSE_WIDTH_E = 10   
)(
    input wire clk,
    input wire rst,
    input wire A,
    input wire B,
    output reg S,  
    output reg E   
);
    localparam S0 = 2'b00,
               S1 = 2'b10,
               S2 = 2'b11,
               S3 = 2'b01;
    reg [1:0] state, next_state;
    reg [1:0] prev_state;
    always @(posedge clk or posedge rst) begin
        if (rst) begin
            state <= S0;
            prev_state <= S0;
            S <= 0;
            E <= 0;
        end else begin
            prev_state <= state;
            state <= next_state;
            if (prev_state == S1 && state == S0)
                E <= 1;
            else
                E <= 0;
            if (prev_state == S3 && state == S0)
                S <= 1;
            else
                S <= 0;
        end
    end
    always @(*) begin
        next_state = state;
        case (state)
            S0: begin
                if ({A,B} == 2'b10)
                    next_state = S1;
                else if ({A,B} == 2'b01)
                    next_state = S3;
            end
            S1: begin
                if ({A,B} == 2'b11)
                    next_state = S2;
                else if ({A,B} == 2'b00)
                    next_state = S0;
            end
            S2: begin
                if ({A,B} == 2'b01)
                    next_state = S3;
                else if ({A,B} == 2'b10)
                    next_state = S1;
            end
            S3: begin
                if ({A,B} == 2'b00)
                    next_state = S0;
                else if ({A,B} == 2'b11)
                    next_state = S2;
            end
        endcase
    end
endmodule
module top(                             
    input wire clk,                     
    input wire reset,                   
    input wire b1, b2,                  
    output reg [2:0] leds               
);
    wire pulse_sumar, pulse_restar;      
    wire [2:0] count_out;                
    fsm FSM (
        .clk(clk),                      
        .rst(~reset),                   
        .A(~b1),                        
        .B(~b2),                        
        .S(pulse_restar),              
        .E(pulse_sumar)                
    );
    contador COUNTER (
        .clk(clk),                      
        .reset(reset),                  
        .sum(pulse_sumar),              
        .res(pulse_restar),             
        .count(count_out)               
    );
    always @(posedge clk or negedge reset) begin
        if (!reset)                     
            leds <= 3'b000;              
        else
            leds <= count_out;           
    end   
endmodule                               
==> impl_metrics.py <==
# Physical implementation metrics
metrics = {
    "status": {
        "outcome": "finished clean",
    },
    "synth": {
        "synthFlopType": "sky130_fd_sc_hd__dfrtp_1",
        "number_of_enable_flip_flop_cells": 0,
        "number_of_library_cell_types_mapped_by_synthesis": 33,
        "ys_cells": 68,
        "yosys-stat-area_um2": 752,
        "synth.yosys.seq_area_share": 0.433,
        "post_synth.cell_area_avg_um2": 11.1,
        "post_synthesis_instance_total": 68,
        "synth_warnings": 3,
        "mappedNetlistArea_um2": 752,
        "synth_flops": 14,
        "async_reset_ff_frac": 0.643,
    },
    "floorplanning": {
        "initial_utilization": 0.156,
        "chip_area_um2": 8280,
        "io_pins": 7,
        "core_um2": 4820,
        "die_x_um": 91,
        "die_height_um": 91,
        "core.rowCount": 25,
    },
    "worst_setup_path": {
        "setup.worst_path.start": "COUNTER.count[1]",
        "setup.reg_to_reg.worst_slack_ns": 0.08,
        "timing.critical_path.to": "COUNTER.count[0]",
        "worst-setup-path-type": "reg -> reg",
        "rr_endpoint": "COUNTER.count[0]",
        "crit_arrival_ns": 1.37,
        "rr_worst_depth": 5,
        "cp-end-kind": "flop",
        "crit_required_ns": 1.45,
        "worstReg2RegStart": "COUNTER.count[1]",
        "cp_max_fo": 5,
        "start_kind": "flop",
    },
    "routing": {
        "initialDrtViolationCount": 11,
        "route.detailed.vias_per_inst": 3.71,
        "detailroute.via_count": 557,
        "totalWireLength_um": 1310,
        "detail-route-antenna-nets": 0,
        "drc": 0,
        "n_antenna_cell": 0,
        "drt_pass1_iterations": 4,
        "post_drt_wl_per_cell_um": 8.75,
    },
    "final_timing": {
        "finalClockPeriodUsage": 0.938,
        "final.setup.worst_slack_ns": 0.0801,
        "fmax_ghz": 0.820,
        "finalCriticalPeriod_ns": 1.22,
        "worst_slew_pin_slew_ns": 0.301,
        "fin_worst_skew_ns": 0.00252,
        "number_of_failing_setup_endpoints_in_the_final_timing_report": 0,
        "rsz0062_at_grt": "false",
        "relSlewSlack": 0.799,
        "report.final.hold_viol_count": 0,
        "final-max-slew-violation-count": 0,
    },
    "clock_tree": {
        "htree_num_levels": 1,
        "cts_tree": "built",
        "root_driver": "sky130_fd_sc_hd__clkbuf_8",
        "clk_transition_reported_paths_ns": 0.06,
        "clock_sinks": 14,
        "number_of_buffers_created_by_cts": 3,
        "total_of_hold_buffers_inserted_after_clock_tree_synthesis": 0,
        "clock_tree.buffer_depth": 2,
        "insertion_delay_to_the_later_sink_of_the_worst_skew_pair_ns": 0.24,
    },
    "global_route": {
        "gr-total-overflow": 0,
        "grt_start_max_net_pins": 13,
        "grt_total_usage": 0.0309,
        "first_pass_grt_wire_length_um": 2260,
        "vias_in_the_first_global_route": 542,
        "number_of_antenna_violations_at_the_first_check_in_global_routing": 0,
    },
    "job": {
        "openroad.warnings": 30,
        "max_cap_viol_count": 0,
    },
    "place": {
        "globalplace.congestion": 0.793,
        "dpl_cells": 146,
        "place.port_buffers": 6,
        "dp.final_hpwl_um": 944,
        "setup_slack_at_placement_ns": -0.413,
    },
    "pwr": {
        "worst_ir_drop_vdd_v": 0.000656,
        "p_leak_nw": 0.465,
        "power_density_nw_per_um2": 1830,
    },
    "final_layout": {
        "share_of_cells_above_drive_strength_1": 0.361,
        "share_of_the_core_filled_with_cells_in_the_final_layout": 0.213,
        "layout-area-overhead-vs-synth_pct": 36.6,
        "layout.cells.non_filler": 150,
    },
    "worst_hold_path": {
        "min-delay-path-class": "in -> async",
    },
}
[logic make-up after synthesis]
| family | share of synthesized area |
|---|---|
| AOI/OAI and AO/OA | 0.191 |
| xor gates and xnor gates | 0.0233 |
| adders and majority gates | 0.116 |
| buffers and inverters | 0.0549 |
| DFF | 0.433 |
| muxes | 0.0133 |
| and+or+nand+nor | 0.168 |
[final cells by class]
| cell class | count | area (um^2) |
|---|---|---|
| Sequential cell | 14 | 330 |
| Multi-Input combinational cell | 47 | 425 |
| Fill cell | 527 | 3790 |
| Inverter | 5 | 18.8 |
| Clock buffer | 4 | 55.1 |
| Tap cell | 67 | 83.8 |
| Timing Repair Buffer | 13 | 114 |
[report_power, final]
part           internal (W)  switching, W
registers          0.000591      0.000168
logic              0.000412      0.000299
clock network      0.000268      0.000142
total               0.00127      0.000609
[routing by layer]
metal  up-vias  wire length, um  part of all wire  track usage
met5         -                0                 0            0
met4         0                6            0.0046      0.00131
met3         2              113             0.086       0.0183
met2        20              588              0.45       0.0483
met1       261              604              0.46       0.0380
li1        274                -                 -            -
[critical path, stage by stage (launching register included)]
cell                       delay, ns
sky130_fd_sc_hd__dfxtp_2        0.33
sky130_fd_sc_hd__inv_2          0.06
sky130_fd_sc_hd__ha_4           0.14
sky130_fd_sc_hd__nor2b_4        0.13
sky130_fd_sc_hd__or2_4          0.25
sky130_fd_sc_hd__a221oi_2       0.22
[flip-flops by register name, summed over array words and instances (netlist names)]
name / flops
COUNTER.count: 3
leds: 3
FSM.prev_state: 2
FSM.state: 2
COUNTER.res_d: 1
COUNTER.sum_d: 1
FSM.E: 1
FSM.S: 1
[synth_stat cells (2+ instances only)]
cell	instances	share of area
sky130_fd_sc_hd__dfrtp_1	9	0.30
sky130_fd_sc_hd__ha_1	7	0.12
sky130_fd_sc_hd__dfxtp_1	5	0.13
sky130_fd_sc_hd__inv_1	5	0.025
sky130_fd_sc_hd__nand2_1	4	0.020
sky130_fd_sc_hd__nand2b_1	3	0.025
sky130_fd_sc_hd__a21oi_1	2	0.013
sky130_fd_sc_hd__a221oi_2	2	0.040
sky130_fd_sc_hd__buf_6	2	0.030
sky130_fd_sc_hd__nor2_1	2	0.010
sky130_fd_sc_hd__nor2b_1	2	0.017
sky130_fd_sc_hd__nor4b_1	2	0.023
sky130_fd_sc_hd__o21ai_0	2	0.013
sky130_fd_sc_hd__xor2_1	2	0.023
[stage by stage]
step                      power, W  setup TNS (ns)  hold slack [ns]  instance area, um^2
after floorplan            0.00122               0          -0.0356                  754
after global placement     0.00136          -0.624            0.408                  928
after detailed placement   0.00140          -0.720            0.414                  928
after CTS                  0.00185               0            0.386                 1000
after global routing       0.00202               0            0.401                 1030
final                      0.00188               0            0.379                 1030
[worst min path at each step]
stage | slack, ns | to | depth (start not counted)
after CTS | 0.39 | leds[2] | 2
after global routing | 0.40 | leds[0] | 2
final | 0.38 | leds[0] | 2
[placed cells by master (no fill, tap or decap), drive strengths merged, types with 2 or more instances in the layout]
cell type,synthesis,layout
dfrtp,9,9
xor2,2,2
buf,2,7
a221oi,2,2
nand2b,3,3
a21o,2,2
nor2,2,2
clkbuf,0,4
nor4b,2,2
o21ai,2,2
inv,5,5
dfxtp,5,5
dlygate4sd2,0,3
dlymetal6s2s,0,2
nor2b,3,3
a21oi,2,2
ha,7,7
nand2,4,4
[timing repair]
action / in CTS / in global routing
buffers inserted: 0 / 0
pin swaps: 4 / 2
endpoints found under the setup margin: 4 / 5
gates resized: 9 / 9
Power is estimated from default activity; no workload was simulated.
